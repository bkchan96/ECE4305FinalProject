[/design/flow/config.mk]
export PLATFORM = sky130hd
export DESIGN_NAME = resetting_text
export DESIGN_NICKNAME = resetting_text
export VERILOG_FILES = /design/flow/design.v
export SDC_FILE = /design/flow/constraint.sdc
export NUM_CORES = 4
export LEC_CHECK = 1
export CORE_AREA = 10 10 113 113
export DIE_AREA = 0 0 123 123
[/design/flow/constraint.sdc]
current_design resetting_text

set clk_period 13.4
set clk_io_pct 0.2

create_clock -name clk0 -period $clk_period

set non_clock_inputs [all_inputs -no_clocks]
set_input_delay [expr $clk_period * $clk_io_pct] -clock clk0 $non_clock_inputs
set_output_delay [expr $clk_period * $clk_io_pct] -clock clk0 [all_outputs]
[/design/flow/design.v]
`timescale 1ns / 1ps
module bejeweled_text
    (
    input wire [9:0] pixel_x, pixel_y,
    input wire [9:0] top_left_x, top_left_y,
    output wire on
    );
    localparam H_FOOTPRINT = 256;
    localparam V_FOOTPRINT = 16;                                 
    wire [9:0] C_X_L = top_left_x;                   
    wire [9:0] C_Y_T = top_left_y;                  
    wire [9:0] C_X_R = C_X_L + H_FOOTPRINT - 1;
    wire [9:0] C_Y_B = C_Y_T + V_FOOTPRINT - 1;
    wire [3:0] rom_addr;
    wire [9:0] rom_col;
    wire rom_bit;
    wire sq_on;
    reg [0:255] rom_data;
    assign rom_addr = pixel_y[3:0] - C_Y_T[3:0];
    assign rom_col = pixel_x[9:0] - C_X_L[9:0];
    assign rom_bit = rom_data[rom_col];
    assign sq_on =
       (C_X_L<=pixel_x) && (pixel_x<=C_X_R) &&
       (C_Y_T<=pixel_y) && (pixel_y<=C_Y_B);
    assign on = sq_on & rom_bit;
    always @*
        case (rom_addr) 
        4'h0: rom_data =    256'b0000000000000000_0000000000000000_0000000000000000_0000000000000000_0000000000000000_0000000000000000_0000000000000000_0000000000000000_0000000000000000_0000000000000000_0000000000000000_0000000000000000_0000000000000000_0000000000000000_0000000000000000_0000000000000000;
        4'h1: rom_data =    256'b0011111111000000_0011111111111100_0011111111111100_0011111111111100_0011000000001100_0011111111111100_0011000000000000_0011111111111100_0011111111000000_0011000000000000_0000000000000000_0000000000000000_0000000000000000_0000000000000000_0000000000000000_0000000000000000;
        4'h2: rom_data =    256'b0011111111100000_0011111111111100_0011111111111100_0011111111111100_0011000000001100_0011111111111100_0011000000000000_0011111111111100_0011111111100000_0011000000000000_0000000000000000_0000000000000000_0000000000000000_0000000000000000_0000000000000000_0000000000000000;
        4'h3: rom_data =    256'b0011000000110000_0011000000000000_0000000011000000_0011000000000000_0011000000001100_0011000000000000_0011000000000000_0011000000000000_0011000000110000_0011000000000000_0000000000000000_0000000000000000_0000000000000000_0000000000000000_0000000000000000_0000000000000000;
        4'h4: rom_data =    256'b0011000000011000_0011000000000000_0000000011000000_0011000000000000_0011000000001100_0011000000000000_0011000000000000_0011000000000000_0011000000011100_0011000000000000_0000000000000000_0000000000000000_0000000000000000_0000000000000000_0000000000000000_0000000000000000;
        4'h5: rom_data =    256'b0011000000011000_0011000000000000_0000000011000000_0011000000000000_0011000000001100_0011000000000000_0011000000000000_0011000000000000_0011000000001100_0011000000000000_0000000000000000_0000000000000000_0000000000000000_0000000000000000_0000000000000000_0000000000000000;
        4'h6: rom_data =    256'b0011000000110000_0011111111111100_0000000011000000_0011111111111100_0001100000011000_0011111111111100_0011000000000000_0011111111111100_0011000000001100_0011000000000000_0000000000000000_0000000000000000_0000000000000000_0000000000000000_0000000000000000_0000000000000000;
        4'h7: rom_data =    256'b0011111111100000_0011111111111100_0000000011000000_0011111111111100_0001100000011000_0011111111111100_0011000000000000_0011111111111100_0011000000001100_0011000000000000_0000000000000000_0000000000000000_0000000000000000_0000000000000000_0000000000000000_0000000000000000;
        4'h8: rom_data =    256'b0011111111110000_0011000000000000_0000000011000000_0011000000000000_0001100110011000_0011000000000000_0011000000000000_0011000000000000_0011000000001100_0011000000000000_0000000000000000_0000000000000000_0000000000000000_0000000000000000_0000000000000000_0000000000000000;
        4'h9: rom_data =    256'b0011000000111000_0011000000000000_0000000011000000_0011000000000000_0001101111011000_0011000000000000_0011000000000000_0011000000000000_0011000000001100_0011000000000000_0000000000000000_0000000000000000_0000000000000000_0000000000000000_0000000000000000_0000000000000000;
        4'ha: rom_data =    256'b0011000000011100_0011000000000000_0000000011000000_0011000000000000_0001101001011000_0011000000000000_0011000000000000_0011000000000000_0011000000001100_0011000000000000_0000000000000000_0000000000000000_0000000000000000_0000000000000000_0000000000000000_0000000000000000;
        4'hb: rom_data =    256'b0011000000001100_0011000000000000_0001100011000000_0011000000000000_0000111001110000_0011000000000000_0011000000000000_0011000000000000_0011000000011100_0011000000000000_0000000000000000_0000000000000000_0000000000000000_0000000000000000_0000000000000000_0000000000000000;
        4'hc: rom_data =    256'b0011000000011100_0011000000000000_0000110011000000_0011000000000000_0000110000110000_0011000000000000_0011000000000000_0011000000000000_0011000000110000_0000000000000000_0000000000000000_0000000000000000_0000000000000000_0000000000000000_0000000000000000_0000000000000000;
        4'hd: rom_data =    256'b0011111111111000_0011111111111100_0000011110000000_0011111111111100_0000110000110000_0011111111111100_0011111111111100_0011111111111100_0011111111110000_0011000000000000_0000000000000000_0000000000000000_0000000000000000_0000000000000000_0000000000000000_0000000000000000;
        4'he: rom_data =    256'b0011111111110000_0011111111111100_0000001100000000_0011111111111100_0000100000010000_0011111111111100_0011111111111100_0011111111111100_0011111111100000_0011000000000000_0000000000000000_0000000000000000_0000000000000000_0000000000000000_0000000000000000_0000000000000000;         
        4'hf: rom_data =    256'b0000000000000000_0000000000000000_0000000000000000_0000000000000000_0000000000000000_0000000000000000_0000000000000000_0000000000000000_0000000000000000_0000000000000000_0000000000000000_0000000000000000_0000000000000000_0000000000000000_0000000000000000_0000000000000000;   
        endcase
endmodule
module resetting_text
    (
    input wire [9:0] pixel_x, pixel_y,
    input wire [9:0] top_left_x, top_left_y,
    output wire on
    );
    localparam H_FOOTPRINT = 256;
    localparam V_FOOTPRINT = 16;                                 
    wire [9:0] C_X_L = top_left_x;                   
    wire [9:0] C_Y_T = top_left_y;                  
    wire [9:0] C_X_R = C_X_L + H_FOOTPRINT - 1;
    wire [9:0] C_Y_B = C_Y_T + V_FOOTPRINT - 1;
    wire [3:0] rom_addr;
    wire [9:0] rom_col;
    wire rom_bit;
    wire sq_on;
    reg [0:255] rom_data;
    assign rom_addr = pixel_y[3:0] - C_Y_T[3:0];
    assign rom_col = pixel_x[9:0] - C_X_L[9:0];
    assign rom_bit = rom_data[rom_col];
    assign sq_on =
       (C_X_L<=pixel_x) && (pixel_x<=C_X_R) &&
       (C_Y_T<=pixel_y) && (pixel_y<=C_Y_B);
    assign on = sq_on & rom_bit;
    always @*
        case (rom_addr) 
        4'h0: rom_data =    256'b0000000000000000_0000000000000000_0000000000000000_0000000000000000_0000000000000000_0000000000000000_0000000000000000_0000000000000000_0000000000000000_0000000000000000_0000000000000000_0000000000000000_0000000000000000_0000000000000000_0000000000000000_0000000000000000;
        4'h1: rom_data =    256'b0011111111110000_0011111111111100_0000011111111100_0011111111111100_0011111111111100_0011111111111100_0011111111111100_0011000000001100_0000011111111100_0000000000000000_0000000000000000_0000000000000000_0000000000000000_0000000000000000_0000000000000000_0000000000000000;
        4'h2: rom_data =    256'b0011111111111000_0011111111111100_0000111111111100_0011111111111100_0011111111111100_0011111111111100_0011111111111100_0011100000001100_0000111111111100_0000000000000000_0000000000000000_0000000000000000_0000000000000000_0000000000000000_0000000000000000_0000000000000000;
        4'h3: rom_data =    256'b0011000000001100_0011000000000000_0011110000000000_0011000000000000_0000000110000000_0000000110000000_0000000110000000_0011110000001100_0001100000000000_0000000000000000_0000000000000000_0000000000000000_0000000000000000_0000000000000000_0000000000000000_0000000000000000;
        4'h4: rom_data =    256'b0011000000001100_0011000000000000_0011000000000000_0011000000000000_0000000110000000_0000000110000000_0000000110000000_0011011000001100_0011000000000000_0000000000000000_0000000000000000_0000000000000000_0000000000000000_0000000000000000_0000000000000000_0000000000000000;
        4'h5: rom_data =    256'b0011000000001100_0011000000000000_0011000000000000_0011000000000000_0000000110000000_0000000110000000_0000000110000000_0011001100001100_0011000000000000_0000000000000000_0000000000000000_0000000000000000_0000000000000000_0000000000000000_0000000000000000_0000000000000000;
        4'h6: rom_data =    256'b0011000000011000_0011111111111100_0011000000000000_0011111111111100_0000000110000000_0000000110000000_0000000110000000_0011000100001100_0011000000000000_0000000000000000_0000000000000000_0000000000000000_0000000000000000_0000000000000000_0000000000000000_0000000000000000;
        4'h7: rom_data =    256'b0011111111110000_0011111111111100_0011111111100000_0011111111111100_0000000110000000_0000000110000000_0000000110000000_0011000110001100_0011000000000000_0000000000000000_0000000000000000_0000000000000000_0000000000000000_0000000000000000_0000000000000000_0000000000000000;
        4'h8: rom_data =    256'b0011111111100000_0011000000000000_0001111111110000_0011000000000000_0000000110000000_0000000110000000_0000000110000000_0011000110001100_0011000011111100_0000000000000000_0000000000000000_0000000000000000_0000000000000000_0000000000000000_0000000000000000_0000000000000000;
        4'h9: rom_data =    256'b0011001100000000_0011000000000000_0000000000011100_0011000000000000_0000000110000000_0000000110000000_0000000110000000_0011000010001100_0011000011111100_0000000000000000_0000000000000000_0000000000000000_0000000000000000_0000000000000000_0000000000000000_0000000000000000;
        4'ha: rom_data =    256'b0011000110000000_0011000000000000_0000000000001100_0011000000000000_0000000110000000_0000000110000000_0000000110000000_0011000011001100_0011000000001100_0000000000000000_0000000000000000_0000000000000000_0000000000000000_0000000000000000_0000000000000000_0000000000000000;
        4'hb: rom_data =    256'b0011000011000000_0011000000000000_0000000000001100_0011000000000000_0000000110000000_0000000110000000_0000000110000000_0011000001101100_0011000000001100_0000000000000000_0000000000000000_0000000000000000_0000000000000000_0000000000000000_0000000000000000_0000000000000000;
        4'hc: rom_data =    256'b0011000001100000_0011000000000000_0000000000001100_0011000000000000_0000000110000000_0000000110000000_0000000110000000_0011000000111100_0001100000001100_0000000000000000_0000000000000000_0000000000000000_0000000000000000_0000000000000000_0000000000000000_0000000000000000;
        4'hd: rom_data =    256'b0011000000110000_0011111111111100_0000011111111100_0011111111111100_0000000110000000_0000000110000000_0011111111111100_0011000000011100_0000111111111100_0011001100110000_0000000000000000_0000000000000000_0000000000000000_0000000000000000_0000000000000000_0000000000000000;
        4'he: rom_data =    256'b0011000000011000_0011111111111100_0000011111111000_0011111111111100_0000000110000000_0000000110000000_0011111111111100_0011000000001100_0000011111111100_0011001100110000_0000000000000000_0000000000000000_0000000000000000_0000000000000000_0000000000000000_0000000000000000;         
        4'hf: rom_data =    256'b0000000000000000_0000000000000000_0000000000000000_0000000000000000_0000000000000000_0000000000000000_0000000000000000_0000000000000000_0000000000000000_0000000000000000_0000000000000000_0000000000000000_0000000000000000_0000000000000000_0000000000000000_0000000000000000;   
        endcase
endmodule
[/design/flow/run.sh]
#!/bin/bash
# OpenROAD 26Q1-2900-gdf79404cd8, Yosys 0.63+post, stock flow scripts
make -C /OpenROAD-flow-scripts/flow DESIGN_CONFIG=/design/flow/config.mk WORK_HOME=/design/flow/orfs finish
==> flow_summary.json <==
{
  "yosys.cell_count.top_type": "ha_1",
  "relSlewSlack_pct": 38.0,
  "yosysWarnings": 1,
  "ys_seq_share_pct": 0,
  "synth_top_cell_by_area": "ha_1",
  "synthTopCellsByCount": "ha_1 (51), nor2_1 (32), inv_1 (31), nand2_1 (23)",
  "crit_buf_inv": 3,
  "wl_per_cell_um": 13.1,
  "io_buffers": 41,
  "hold_path_class": "input pin to output port",
  "crit_arrival_ps": 6750,
  "dp.cells": 522,
  "detail-route-antenna-nets": 0,
  "grt_pass1_wl_um": 11800,
  "critPathKind": "input pin to output port",
  "synthTopCellsByArea": "ha_1 (26%), xnor2_1 (7.4%), nor2_1 (4.8%)",
  "drc": 0,
  "grt_use_total_pct": 9.00,
  "final_area_um2": 3040,
  "netlist_area_um2": 2500,
  "vias": 2626,
  "area_growth_pct": 21.5,
  "flops": 0,
  "cp.depth": 14,
  "cpMostUsedCell": "xnor2_1",
  "drt_iter0_drc": 269,
  "diodes": 0,
  "pin_count": 41,
  "dp_hpwl_um": 5690,
  "fill_cells": 1114,
  "ys_cells": 358,
  "hold_buffers": 0,
  "final_cells": 522,
  "setup_viol": 0,
  "fmax_mhz": 106,
  "syn-instance-count": 358,
  "fp_util_pct": 24.2,
  "place_area_um2": 3040,
  "design.core.area_um2": 10300,
  "grtUsageMet2_pct": 15.4,
  "cpLargestDelayFamily": "XOR/XNOR gates",
  "wirelength_um": 6830,
  "tightestPinTransition_ps": 923,
  "worst_path_largest_cell_delay_ps": 760,
  "busiest_layer": "met2",
  "dieWidth_um": 123,
  "synthDistinctLibCells": 59,
  "die_height_um": 123,
  "status": "finished, final reports clean",
  "drive_above_1_share_pct": 2.59,
  "dieArea_um2": 15100,
  "syn_avg_cell_area_um2": 6.98,
  "crit_required_ps": 10720,
  "holdPathEnd": "on",
  "cts_resized": 0,
  "clkbuf_count": 0,
  "global_route.usage.met1_pct": 12.5,
  "p_leak_nw": 1.28,
  "crit_chain": "clkdlybuf4s50_1, ha_1, inv_1, fa_1, xnor2_1, xnor2_1, xnor2_1, o22ai_1, or3_1, o211ai_1, o2bb2ai_1, o21a_1, o221a_1, clkdlybuf4s50_1",
  "tns_ps": 0,
  "crit_fanout": 12,
  "cp-start-kind": "input pin",
  "top_area_share_pct": 25.5,
  "p_per_area_nw_per_um2": 57.4,
  "via_per_inst": 5.03,
  "slew_viol_final": 0,
  "grt_pass1_vias": 2583,
  "yosys_area_um2": 2500,
  "grt_start_max_net_pins": 29,
  "gr-total-overflow": 0,
  "regArea_um2": 0,
  "use_met3_pct": 0.509,
  "hold_path_depth": 7,
  "firstDrtPassIters": 4,
  "min_from": "pixel_y[8]",
  "max-vdd-ir-drop_uv": 17.0,
  "finalCritPeriodShare_pct": 70.4,
  "rows": 37,
  "crit_slowest_cell": "xnor2_1",
  "warning_count": 42,
  "cts_setup_buffers": 0,
  "antenna_found_initial": 0,
  "cap_violations": 0,
  "gp_congestion": 0.898,
  "rsz0062_at_grt": "false",
  "worstSetupEndpointType": "output port",
  "period_needed_ps": 9430,
  "hold_viol": 0
}
[metal layers]
metal	share of wire [%]	up-vias	wire, um
met5	0	-	0
met4	1.0	0	68
met3	4.0	8	271
met2	48	77	3250
met1	47	1163	3240
li1	-	1378	-
[cells in the final DEF, fill, tap and decap left out, drive strengths merged, types with 2 or more instances in the layout]
cell | Yosys | layout
buf | 5 | 3
a211oi | 4 | 4
a311oi | 2 | 2
o311ai | 2 | 2
o2111ai | 2 | 2
o41ai | 2 | 2
xor2 | 9 | 9
nand4 | 9 | 9
nor2 | 32 | 32
o211ai | 6 | 6
a32oi | 2 | 2
nand3b | 2 | 2
xnor2 | 21 | 21
inv | 31 | 31
nor4 | 3 | 3
nor3 | 10 | 10
a21oi | 21 | 21
nor2b | 5 | 5
mux2i | 5 | 5
or3 | 6 | 6
o21a | 4 | 4
o211a | 2 | 2
o22ai | 5 | 5
a41oi | 2 | 2
nand2b | 6 | 6
o21ai | 18 | 18
nand2 | 24 | 24
and3 | 2 | 2
nand3 | 13 | 13
a21o | 5 | 5
o31ai | 6 | 6
ha | 51 | 51
a31oi | 7 | 7
clkdlybuf4s50 | 0 | 41
and2 | 4 | 4
fa | 2 | 2
o221ai | 2 | 2
[metrics by stage]
stage | util [%] | worst slack (ps) | hold slack (ps) | total power [W]
3_3_place_gp | 29.4 | 4040 | 6720 | 0.000173
4_1_cts | 29.4 | 3980 | 6720 | 0.000173
6_report | 29.4 | 3970 | 6720 | 0.000174
2_1_floorplan | - | 5390 | 5720 | 0.000127
5_1_grt | 29.4 | 3650 | 6800 | 0.000196
3_5_place_dp | 29.4 | 3980 | 6710 | 0.000172
[tightest hold or removal path, stage by stage]
cell and delay, ps:
clkdlybuf4s50_1 480, ha_1 150, a211oi_1 40, o21ai_0 70
a21oi_1 70, o221a_1 130, clkdlybuf4s50_1 420
[power by group]
| part | leakage [nW] | total [W] | internal (W) | switching [W] |
|---|---|---|---|---|
| logic | 1.28 | 0.000174 | 0.0000736 | 0.000101 |
| registers | 0 | 0 | 0 | 0 |
| clock network | 0 | 0 | 0 | 0 |
| total | 1.28 | 0.000174 | 0.0000736 | 0.000101 |
[worst max-delay path by stage]
stage        startpoint  end  slack [ps]
4_1_cts   top_left_y[0]   on        3980
5_1_grt   top_left_y[0]   on        3650
6_report  top_left_y[0]   on        3970
[final cells by class]
| class | instances | area (um^2) | share of cell area [%] |
|---|---|---|---|
| inverter | 31 | 116 | 3.83 |
| multi-input combinational | 311 | 2320 | 76.3 |
| tap | 136 | 170 | 5.61 |
| timing repair buffer | 44 | 433 | 14.3 |
[cell families (layout without fill, tap and decap cells)]
family          count (synthesis)  count (layout)  share of synthesized area, %
compound gates                104             104                          28.7
xor+xnor                       30              30                          10.5
fa+ha+maj                      53              53                          27.1
buf+inv                        47              75                          7.31
mux                             6               6                          2.60
simple gates                  118             118                          23.7
Power and IR drop assume default switching activity.
